--- run.sh ---
#!/bin/bash
# OpenROAD 26Q1-2900-gdf79404cd8, Yosys 0.63+post, stock flow scripts
make -C /OpenROAD-flow-scripts/flow DESIGN_CONFIG=/design/flow/config.mk WORK_HOME=/design/flow/orfs finish
--- design.v ---
module unstuffing (clk, rst_b,
                  bstr_in, bstr_in_avail, in_done,
                  bstr_out, bstr_out_avail, out_done);
    input logic clk, rst_b;
    input bit bstr_in;
    input logic bstr_in_avail, in_done;
    output bit bstr_out;
    output logic bstr_out_avail, out_done;
    logic swp;
    unstuffer_ctrl ctrl (clk, rst_b, bstr_in, bstr_in_avail, swp);
    assign bstr_out = bstr_in,
           bstr_out_avail = (bstr_in_avail && ~swp),
           out_done = in_done;  
endmodule: unstuffing
module unstuffer_ctrl (clk, rst_b,
                       bstr_in, bstr_in_avail,
                       swp);
    input logic clk, rst_b;
    input bit bstr_in;
    input logic bstr_in_avail;
    output logic swp;
    enum logic {seek = 1'b0, counting = 1'b1} state, nextState;
    logic [2:0] counter;
    logic [7:0] pkt_depth;
    always_ff @(posedge clk, negedge rst_b) begin
	if (~rst_b) pkt_depth = 0;
	else        pkt_depth = (bstr_in_avail) ? pkt_depth + 1 : 0; 
    end
    always_ff @(posedge clk, negedge rst_b) begin
        if (~rst_b) counter <= 3'b0;
        else        counter <= ((nextState == counting) && (pkt_depth > 16)) ? counter + 1 : 3'b0;
    end
    always_comb begin
        if (~bstr_in_avail || ~bstr_in) nextState = seek;
        else begin
            if (counter == 3'd6) nextState = seek;
            else                 nextState = counting;
        end
    end
    always_ff @(posedge clk, negedge rst_b) begin
        if (~rst_b) state <= seek;
        else state <= nextState;
    end
    assign swp = ((state == counting) && (nextState == seek) && (counter==3'd6));
endmodule: unstuffer_ctrl
--- config.mk ---
export PLATFORM = sky130hd
export DESIGN_NAME = unstuffing
export DESIGN_NICKNAME = unstuffing
export VERILOG_FILES = /design/flow/design.v
export SDC_FILE = /design/flow/constraint.sdc
export NUM_CORES = 4
export LEC_CHECK = 1
export CORE_AREA = 10 10 71 71
export DIE_AREA = 0 0 81 81
--- constraint.sdc ---
current_design unstuffing

set clk_period 2.9
set clk_io_pct 0.2

create_clock -name clk0 -period $clk_period [get_ports {clk}]

set non_clock_inputs [all_inputs -no_clocks]
set_input_delay [expr $clk_period * $clk_io_pct] -clock clk0 $non_clock_inputs
set_output_delay [expr $clk_period * $clk_io_pct] -clock clk0 [all_outputs]
==> flow_metrics.env <==
# yosys + openroad results
export IMPL_nFillCells=389
export IMPL_fin_crit_ns=2.49
export IMPL_ys_seq_share_pct=51.7
export IMPL_wl_mm=1.15
export IMPL_end_kind="output pin"
export IMPL_comb_power_share_pct=6.6
export IMPL_drive_above_1_share_pct=7.94
export IMPL_rows=22
export IMPL_post_place_cells=107
export IMPL_hold_violations=0
export IMPL_clk_root_buffer_cell="clkbuf_8"
export IMPL_cts_buffers=3
export IMPL_setup_viol=0
export IMPL_grt_max_degree=13
export IMPL_max_vdd_ir_drop_v=0.000242
export IMPL_cp_depth=4
export IMPL_drc=0
export IMPL_topCombFamilyByArea="simple AND/OR/NAND/NOR gates"
export IMPL_p_sw_share_pct=20.3
export IMPL_fmax_mhz=402
export IMPL_path_buffers=3
export IMPL_ys_sh_simple_pct=20.0
export IMPL_p_per_area_nw_per_um2=522
export IMPL_worstMarginPinSlew_ns=0.525
export IMPL_drtAntennaViolNets=0
export IMPL_min_delay_path_depth=1
export IMPL_crit_path_max_incr_delay_ns=0.52
export IMPL_min_period_over_period_pct=85.8
export IMPL_synth_compound_area_share_pct=7.76
export IMPL_hold_buffers=0
export IMPL_critPathMostFrequentCell="clkdlybuf4s50_1"
export IMPL_yosys_area_share_xor_xnor_pct=6.03
export IMPL_syn2layout_area_growth_pct=25.9
export IMPL_reg2reg_slack_ns=1.42
export IMPL_die_width_um=81
export IMPL_path_delay_family="buffers and inverters"
export IMPL_grt_first_pass_wirelength_mm=1.81
export IMPL_gp_congestion=0.779
export IMPL_netlist_instances=56
export IMPL_ys_sh_mux_pct=0
export IMPL_ys_sh_adder_pct=8.62
export IMPL_die_area_um2=6560
export IMPL_netlist_area_um2=581
export IMPL_drv_cap=0
export IMPL_design_core_area_um2=3630
export IMPL_hold_class="reg -> reg"
export IMPL_ys_types=19
export IMPL_grt_usage_pct=3.51
export IMPL_cts_tree="yes"
export IMPL_chipHeight_um=81
export IMPL_num_vias=420
export IMPL_min_from="ctrl.counter[0]"
export IMPL_yosys_warnings=1
export IMPL_slew_limit_headroom_pct=64.9
export IMPL_worst_clock_skew_ns=0.000772
export IMPL_synth_seq_cells=12
export IMPL_power_frac_seq_pct=46.6
export IMPL_path_max_fanout=8
export IMPL_port_buffers=5
export IMPL_path_class="in -> out"
export IMPL_drtPass1Iterations=4
export IMPL_worst_ep_required_time_ns=2.32
export IMPL_rsz0062_at_grt="false"
export IMPL_hpwl_um=790
export IMPL_ys_chip_area_um2=581
export IMPL_top_area_cell="dfrtp_1"
export IMPL_post_drt_wl_per_cell_um=10.4
export IMPL_post_cts_buffers=0
export IMPL_power_frac_clock_pct=46.7
export IMPL_crit_arrival_ns=1.91
export IMPL_whs_endpoint="ctrl.counter[0]"
export IMPL_p_int_uw=304
export IMPL_htreeDepth=1
export IMPL_tns_ns=0
export IMPL_vias_per_cell=3.78
export IMPL_start_kind="input port"
export IMPL_clk_latency_ns=0.24
export IMPL_grt_pass1_vias=380
export IMPL_p_leak_uw=0.000306
export IMPL_topCellsByArea="dfrtp_1, ha_1, or3_1"
export IMPL_cts_sinks=12
export IMPL_initCoreUtil_pct=16.0
export IMPL_antennaDiodeCount=0
export IMPL_critPathSlowestCell="clkdlybuf4s50_1"
export IMPL_cts_resized=0
export IMPL_synth_stat_cells=56
export IMPL_design_portCount=8
export IMPL_rr_startpoint="ctrl.pkt_depth[6]"
export IMPL_clkSlewWorstSetupHoldPaths_ns=0.05
export IMPL_switchingPower_uw=77.5
export IMPL_r2r_end="ctrl.counter[2]"
export IMPL_antenna_found_initial=0
export IMPL_worstPathCellList="clkdlybuf4s50_1, inv_1, a31oi_1, clkdlybuf4s50_1"
export IMPL_synth_top_cell_area_share_pct=51.7
export IMPL_slew_viol_final=0
export IMPL_status="complete, no violations"
export IMPL_dr_first_iter_drc_count=56
export IMPL_ff2ff_path_depth=3
export IMPL_clockBufferDepth=2
export IMPL_avgSynthCellArea_um2=10.4
export IMPL_warnings=27
export IMPL_overflow=0
export IMPL_layout_cells_non_filler=111
-- state kept, by name (all words and copies together) (netlist names) --
signal          cells
ctrl.counter        3
ctrl.pkt_depth      8
ctrl.state          1
-- how the worst max path moves through the flow --
| stage | startpoint | slack, ns | endpoint |
|---|---|---|---|
| final | bstr_in_avail | 0.41 | bstr_out_avail |
| after global routing | bstr_in_avail | 0.33 | bstr_out_avail |
| after CTS | bstr_in_avail | 0.39 | bstr_out_avail |
-- logic make-up after synthesis --
group,after synthesis
simple gates,21
flops,12
compound gates,8
buf+inv,7
xor+xnor,4
fa+ha+maj,4
-- routing by layer --
metal,track usage (%),part of all wire (%)
met1,5.25,51
met2,4.38,41
met3,1.78,6.7
met4,0.692,1.4
met5,0,0
-- cell type report --
type	count	area, µm²	share of cell area (%)
flip-flops and latches	12	300	41.1
clock buffers	4	55.1	7.53
inverters	5	18.8	2.57
well taps	48	60.1	8.22
multi-input cells	37	246	33.7
repair buffers	5	50.0	6.85
-- power by group through the flow --
stage	clock network, µW	registers, µW	logic, µW
after CTS	184	177	25.9
after global routing	191	178	29.2
final	178	178	25.3
-- worst reg2reg max path, cell delays in order (launching register included) --
cell and delay (ns):
dfrtp_1 0.40, or3_1 0.42, nor4b_2 0.42, nor3_1 0.11
-- placed cells by master, fill, tap and decap left out, types with 4 or more instances in the layout --
master           instances
or3_1                    4
nand3_1                  4
nor2_1                   4
inv_1                    5
clkdlybuf4s50_1          5
ha_1                     4
clkbuf_8                 4
dfrtp_1                 12
-- through the flow --
| step | total power, µW | setup WS, ns | area (µm²) | util [%] | hold WS (ns) |
|---|---|---|---|---|---|
| global route | 398 | 0.332 | 731 | 20.1 | 0.504 |
| CTS | 387 | 0.393 | 731 | 20.1 | 0.479 |
| detailed placement | 205 | 0.414 | 676 | 18.6 | 0.461 |
| finish | 381 | 0.412 | 731 | 20.1 | 0.474 |
| global placement | 205 | 0.458 | 676 | 18.6 | 0.461 |
| floorplan | 192 | 1.57 | 581 | - | 0.284 |
-- synth_stat cells (all sizes together) --
cell type	count
a21oi	3
a31oi	1
and2	1
and3	1
buf	2
dfrtp	12
ha	4
inv	5
nand2	2
nand3	4
nand4	1
nor2	4
nor3	3
nor4b	1
o2111ai	1
o21ai	3
or3	4
xnor2	2
xor2	2
Power is estimated from default activity; no workload was simulated.
