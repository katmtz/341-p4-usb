===== ./design.v =====
module crc5(clk, rst_b, en,
            bstr_in, bstr_in_avail,
            crc_val, crc_val_avail);
    input logic clk, rst_b, en;
    input logic bstr_in, bstr_in_avail;
    output logic [4:0] crc_val;
    output logic crc_val_avail;
    reg [4:0] lfsr_c, lfsr_q;
    always_comb begin
        lfsr_c[0] = (en) ? lfsr_q[4] ^ bstr_in             : lfsr_q[0];
        lfsr_c[1] = (en) ? lfsr_q[0]                       : lfsr_q[1];
        lfsr_c[2] = (en) ? lfsr_q[1] ^ lfsr_q[4] ^ bstr_in : lfsr_q[2];
        lfsr_c[3] = (en) ? lfsr_q[2]                       : lfsr_q[3];
        lfsr_c[4] = (en) ? lfsr_q[3]                       : lfsr_q[4];
    end 
    always_ff @(posedge clk, negedge rst_b) begin
        if (~rst_b) lfsr_q <= 5'h1f;
        else        lfsr_q <= (en) ? lfsr_c : 5'h1f;
    end
    logic bstr_last_avail;
    always_ff @(posedge clk, negedge rst_b) begin
        if (~rst_b) bstr_last_avail <= 0;
        else        bstr_last_avail <= bstr_in_avail;
    end
    assign crc_val_avail = (bstr_last_avail && ~bstr_in_avail);
    assign crc_val = lfsr_q;
endmodule: crc5
module crc16 (clk, rst_b, en,
              bstr_in, bstr_avail,
              crc_val, crc_val_avail);
    input logic clk, rst_b, en;
    input logic bstr_in, bstr_avail;
    output logic [15:0] crc_val;
    output logic crc_val_avail; 
    logic bstr_last_avail;
    always_ff @(posedge clk, negedge rst_b) begin
        if (~rst_b) bstr_last_avail <= 0;
        else        bstr_last_avail <= bstr_avail;
    end
    reg [15:0] lfsr_c, lfsr_q;
    always_comb begin
        lfsr_c[0]  = (en) ? bstr_in ^ lfsr_q[15]              : lfsr_q[0];
        lfsr_c[1]  = (en) ? lfsr_q[0]                         : lfsr_q[1];
        lfsr_c[2]  = (en) ? lfsr_q[1] ^ lfsr_q[15] ^ bstr_in  : lfsr_q[2];
        lfsr_c[3]  = (en) ? lfsr_q[2]                         : lfsr_q[3];
        lfsr_c[4]  = (en) ? lfsr_q[3]                         : lfsr_q[4];
        lfsr_c[5]  = (en) ? lfsr_q[4]                         : lfsr_q[5];
        lfsr_c[6]  = (en) ? lfsr_q[5]                         : lfsr_q[6];
        lfsr_c[7]  = (en) ? lfsr_q[6]                         : lfsr_q[7];
        lfsr_c[8]  = (en) ? lfsr_q[7]                         : lfsr_q[8];
        lfsr_c[9]  = (en) ? lfsr_q[8]                         : lfsr_q[9];
        lfsr_c[10] = (en) ? lfsr_q[9]                         : lfsr_q[10];
        lfsr_c[11] = (en) ? lfsr_q[10]                        : lfsr_q[11];
        lfsr_c[12] = (en) ? lfsr_q[11]                        : lfsr_q[12];
        lfsr_c[13] = (en) ? lfsr_q[12]                        : lfsr_q[13];
        lfsr_c[14] = (en) ? lfsr_q[13]                        : lfsr_q[14];
        lfsr_c[15] = (en) ? lfsr_q[14] ^ lfsr_q[15] ^ bstr_in : lfsr_q[15];
    end
    always_ff @(posedge clk, negedge rst_b) begin
        if (~rst_b) lfsr_q <= 16'hffff;
        else        lfsr_q <= (en) ? lfsr_c : 16'hffff;
    end
    assign crc_val_avail = (bstr_last_avail && ~bstr_avail);
    assign crc_val = lfsr_q;
endmodule: crc16 
module reverser (data_in, data_out);
    input logic [63:0] data_in;
    output logic [63:0] data_out;
    generate
        for (genvar i = 0; i < 64; i++) begin : r
            assign data_out[i] = data_in[(63 - i)];
        end
    endgenerate
endmodule: reverser
module SIPO  
    (output logic [98:0] d,
    input bit inBit,
    output logic done,
    input logic [6:0] max,
    input logic clock,
    input logic en,
    input logic rst);
    logic [98:0] q;
    logic [6:0] count;
    assign d = q;
    assign done = (count==max); 
    always_ff @(posedge clock, posedge rst)
      if (rst) begin
        q <= 0;
        count <= 0;
        end
      else if (en) begin
        q <= (q << 1) | inBit;
        count <= (count==99) ? 0 : (count+1);
        end
endmodule: SIPO
module PISO(  
  output logic outBit,
  output logic full,
  output logic put_outbound,
  input logic [98:0] in,
  input logic [6:0] rstIndex,
  input logic clk, save, rst);
  enum logic [5:0] {Empty,Sending,Last} currState, nextState;
  logic [98:0] savedIn;
  always_ff @(posedge clk, posedge rst)
      if (rst)
        savedIn <= 0;
      else if (save && (currState == Empty))
        savedIn <= in;
  logic counterEn,counterClr;
  logic [6:0] index;
  revCounter revC(counterEn,counterClr,clk,index, rstIndex);
  always_comb
      case (currState)
        Empty:
            nextState = save ? Sending : Empty;
        Sending:
            nextState = index>0 ? Sending : Last;
        Last:
            nextState = Empty;
        default:
          nextState = Empty;   
      endcase
  always_comb begin
    if (currState == Sending) begin
        counterClr = 0;
        counterEn = 1;
        end
    else begin
        counterClr = (nextState==Empty) ? 1'b1 : rst; 
        counterEn = 0;
        end
  end
  always_comb begin
      case (currState)
        Empty: begin
            full = 0;
            put_outbound = 0;
            outBit = 0;
        end
        Sending: begin
            full = save;
            put_outbound = 1;
            outBit = savedIn[index];
        end
        Last: begin
            full = 1;
            put_outbound = 0;  
            outBit = savedIn[index];
        end
        default: begin
            full = 0;
            put_outbound = 0;
            outBit = 0;
        end
      endcase
    end
  always_ff @(posedge clk,posedge rst)
      if (rst)
    currState <= Empty;
      else
    currState <= nextState;
endmodule: PISO
module revCounter(  
    input logic en, rst, clk,
    output logic [6:0] index,
    input logic [6:0] rstIndex);
    always_ff @(posedge clk, posedge rst)
        if (rst)
          index <=rstIndex;  
        else if (en)
          index <= (index!=0) ? index - 1 : 0;  
endmodule: revCounter
module ff(   
    input bit clk, rst,
    input bit in,
    output bit out);
    always_ff @(posedge clk, posedge rst)
        if(rst)
            out <= 1;
        else
            out <= in;
endmodule: ff

===== ./run.sh =====
#!/bin/bash
# OpenROAD 26Q1-2900-gdf79404cd8, Yosys 0.63+post, stock flow scripts
make -C /OpenROAD-flow-scripts/flow DESIGN_CONFIG=/design/flow/config.mk WORK_HOME=/design/flow/orfs finish

===== ./config.mk =====
export PLATFORM = sky130hd
export DESIGN_NAME = crc5
export DESIGN_NICKNAME = crc5
export VERILOG_FILES = /design/flow/design.v
export SDC_FILE = /design/flow/constraint.sdc
export NUM_CORES = 4
export LEC_CHECK = 1
export CORE_AREA = 10 10 70 70
export DIE_AREA = 0 0 80 80

===== ./constraint.sdc =====
current_design crc5

set clk_period 1.6
set clk_io_pct 0.2

create_clock -name clk0 -period $clk_period [get_ports {clk}]

set non_clock_inputs [all_inputs -no_clocks]
set_input_delay [expr $clk_period * $clk_io_pct] -clock clk0 $non_clock_inputs
set_output_delay [expr $clk_period * $clk_io_pct] -clock clk0 [all_outputs]

==> impl_metrics.json <==
{
  "drv_slew": 0,
  "comb_area_um2": 58.8,
  "ant_nets": 0,
  "final-hold-violation-count": 0,
  "synth_cell_type_count": 7,
  "ys_cells": 15,
  "cpMaxStageDelayCell": "dfstp_2",
  "hold-worst-slack_ps": 306,
  "ys_top_cells_by_area": "dfstp_2, dfrtp_1, nand2b_1",
  "crit_path_max_fanout": 2,
  "yosys_area_um2": 215,
  "clock.latency.late_pin_ps": 250,
  "cts_tree": "done",
  "crit_family": "flip-flops",
  "netlist_instances": 15,
  "finalSetupViolCount": 0,
  "crit_required_ps": 1280,
  "tightest_slew_ps": 273,
  "rows": 21,
  "nFillCells": 392,
  "rsz0062_at_grt": "false",
  "die_area_um2": 6400,
  "critical_path_buf_inv_count": 1,
  "power.leakage_nw": 0.150,
  "slowest_delay_ps": 520,
  "period_used_share": 0.969,
  "drive_above_1_share": 0.276,
  "cts_root_buf": "clkbuf_4",
  "grt_pass1_wl_mm": 1.03,
  "drc": 0,
  "avgSynthCellArea_um2": 14.3,
  "ys_top_logic_family": "simple AND/OR/NAND/NOR gates",
  "finalCoreUtilization": 0.118,
  "powerDensity_nw_per_um2": 895,
  "ios": 11,
  "antenna_found_initial": 0,
  "warnings": 25,
  "cts_buffers": 3,
  "clockBufferDepth": 2,
  "dieWidth_um": 80,
  "synthMuxAreaShare": 0.0523,
  "clkTransAtPathRegs_ps": 50,
  "dp_cells": 71,
  "area.growth.synth_to_final_pct": 87.8,
  "endpoint_kind": "output pin",
  "xor_share": 0.0407,
  "yosys_warnings": 1,
  "max_freq_mhz": 645,
  "gp_congestion": 0.697,
  "diodes": 0,
  "grt_use_total": 0.0214,
  "postCtsSetupRepairBufs": 0,
  "final.setup_skew_ps": 2.47,
  "port_buffers": 10,
  "synth_area_um2": 215,
  "vias": 159,
  "start_kind": "flop",
  "hp-class": "input port to asynchronous set/reset pin",
  "status": "finished clean",
  "wl_per_cell_um": 7.76,
  "cts-htree-levels": 1,
  "ys_sh_aoi": 0,
  "worstSetupPathType": "flop to output pin",
  "firstDrtPassIters": 1,
  "grt_pass1_vias": 203,
  "finalNonFillerCells": 75,
  "post-route-min-period_ps": 1550,
  "ys_sh_adder": 0,
  "dieHeight_um": 80,
  "overflow": 0,
  "cts_num_sinks": 6,
  "coreArea_um2": 3420,
  "totalWireLength_um": 582,
  "ir_drop_v": 0.000500,
  "drv_cap": 0,
  "critPathArrivalTime_ps": 1230,
  "ys_sh_simple": 0.180,
  "fp_util": 0.0630,
  "top_cell_area_share": 0.610,
  "seq_area_frac_synth": 0.727,
  "drtIter0Drc": 0,
  "numSynthFlops": 6,
  "crit_chain": "clkdlybuf4s50_1",
  "max_slew_margin": 0.817,
  "grt_max_degree": 7,
  "finalSetupTns_ps": 0,
  "register_area_um2": 156,
  "yosys.area.top_type": "dfstp_2",
  "viasPerCell": 2.12
}
cell type report:
class / instances / share of cell area
Sequential cell: 6 / 0.387
Timing Repair Buffer: 10 / 0.260
Multi-Input combinational cell: 9 / 0.146
Tap cell: 46 / 0.142
Clock buffer: 4 / 0.0650
flip-flops by register name, indices dropped and copies added (netlist names):
name             cells
bstr_last_avail      1
lfsr_q               5
metrics by stage:
| step | setup WS (ps) | instance area, µm² | power (mW) |
|---|---|---|---|
| global route | 2.33 | 404 | 0.389 |
| CTS | 11.1 | 397 | 0.370 |
| floorplan | 553 | 215 | 0.179 |
| detailed placement | -57.7 | 373 | 0.216 |
| finish | 49.9 | 404 | 0.362 |
| global placement | -50.8 | 373 | 0.214 |
synth_stat cells:
cell      number
dfstp_2        5
nand2b_1       4
nand2_1        2
dfrtp_1        1
mux2_1         1
nor2b_1        1
xnor2_1        1
metal layers:
metal	vias up	track usage	wire, µm
met4	0	0.00176	0
li1	74	-	-
met2	14	0.0185	133
met5	-	0	0
met1	71	0.0322	350
met3	0	0.0227	99
power breakdown:
part / switching (mW) / total [mW] / internal, mW
Clock: 0.0567 / 0.151 / 0.0946
Sequential: 0.00425 / 0.171 / 0.167
Combinational: 0.0133 / 0.0396 / 0.0263
Total: 0.0742 / 0.362 / 0.288
cells by family (layout without fill, tap and decap cells):
| family | after synthesis | count (layout) |
|---|---|---|
| and+or+nand+nor | 7 | 7 |
| muxes | 1 | 1 |
| buffers and inverters | 0 | 14 |
| xor gates and xnor gates | 1 | 1 |
| DFF | 6 | 6 |
cell usage in the layout (no fill, tap or decap), drive strengths merged:
master / count
clkdlybuf4s50: 5
dfstp: 5
nand2b: 4
clkbuf: 4
dlymetal6s2s: 3
nand2: 2
dlygate4sd2: 2
xnor2: 1
mux2: 1
nor2b: 1
dfrtp: 1
worst paths after layout:
kind / startpoint / endpoint / slack, ps / cells after the start
worst max register to register: lfsr_q[4]$_DFF_PN1_ / lfsr_q[2]$_DFF_PN1_ / 460 / 2
worst min-delay path: rst_b / bstr_last_avail$_DFF_PN0_ / 310 / 1
min in group clk0: lfsr_q[2]$_DFF_PN1_ / lfsr_q[3]$_DFF_PN1_ / 500 / 1
worst min register to register: lfsr_q[2]$_DFF_PN1_ / lfsr_q[3]$_DFF_PN1_ / 500 / 1
worst max-delay path: lfsr_q[3]$_DFF_PN1_ / crc_val[3] / 50 / 1
max in group asynchronous: rst_b / lfsr_q[4]$_DFF_PN1_ / 1030 / 1
repair_timing:
item | in CTS | in global routing
setup endpoints to repair | 2 | 3
hold buffers | 0 | 0
gates cloned | 0 | 0
pin swaps | 0 | 0
gates resized | 2 | 3
Power figures rest on the tool's default switching activity, not on a simulated workload.
